<file path="flow/design.v">
module rle_enc (clk, rst, rd_req , recv_ready ,send_ready, in_data , out_data, end_of_stream ,wr_req);
input clk,rst; 				 
input recv_ready,send_ready;		 
input [7:0] in_data;			 
input end_of_stream ;			 
output [23:0] out_data;			 
output rd_req,wr_req;			 
reg rd_reg,wr_reg;			 
reg [22:0] bit_count;			 
reg [3:0] shift_count;			 
reg value_type;				 
reg [7:0] shift_buf;			 
reg [3:0] state;
reg [3:0] next_state;
reg new_bitstream; 			 
parameter INIT  = 4'b0000,REQUEST_INPUT = 4'b0001,WAIT_INPUT = 4'b0010,COUNT_BITS = 4'b0011,
SHIFT_BITS = 4'b0100,COUNT_DONE = 4'b0101,WAIT_OUTPUT = 4'b0110, RESET_COUNT = 4'b0111, READ_INPUT  = 4'b1000;
always @(state or recv_ready or send_ready or end_of_stream or bit_count or new_bitstream or shift_count) begin
	case(state)
		INIT: begin
			next_state = REQUEST_INPUT;
		end
		REQUEST_INPUT: begin
			if(recv_ready) next_state = WAIT_INPUT;
			else if(end_of_stream  && bit_count) next_state = COUNT_DONE;
			else next_state = REQUEST_INPUT;
		end
		WAIT_INPUT: next_state = READ_INPUT ;
		READ_INPUT : next_state = COUNT_BITS;
		COUNT_BITS: next_state = SHIFT_BITS;
		SHIFT_BITS:
		begin
			if(new_bitstream) next_state = COUNT_DONE;
			else begin
				if(shift_count == 7) next_state = REQUEST_INPUT;
				else next_state = COUNT_BITS;
			end
		end
		COUNT_DONE:
		begin
			if(send_ready) next_state = WAIT_OUTPUT ;
			else next_state = COUNT_DONE;
		end
		WAIT_OUTPUT : next_state = RESET_COUNT ;
		RESET_COUNT : begin
			if(end_of_stream ) next_state = INIT;
			else next_state = COUNT_BITS;
		end
		default: next_state = INIT;
	endcase
end
always @(posedge clk) begin
	if(rst) state <= INIT;
	else state <= next_state;
	case(state)
	INIT: begin
      		bit_count <= 23'b0 ;
		shift_buf <= 8'b0 ;
		rd_reg <= 1'b0 ;
		wr_reg <= 1'b0 ;
		new_bitstream <= 1'b1 ;
	end
	REQUEST_INPUT: begin
      		rd_reg <= 1'b1 ;
		shift_count <= 4'b0 ; 
	end
	WAIT_INPUT: begin
      		rd_reg <= 1'b0 ;
	end
	READ_INPUT : begin
      		shift_buf <= in_data ;
	end
	COUNT_BITS: begin
		if(new_bitstream) begin
		new_bitstream<=1'b0;
          	value_type <= shift_buf[0];
          	bit_count <= 23'b0;
          	bit_count <= bit_count + 1'b1 ;  
		end
		else begin
			if(shift_buf[0] == value_type) begin
				bit_count = bit_count + 1'b1 ;  
			end
			else begin
              			value_type <= shift_buf[0];
	      			new_bitstream<=1'b1; 
			end
		end
	end
	SHIFT_BITS: begin
		if(!new_bitstream) begin
			shift_count <= shift_count + 1'b1;  
          		shift_buf<=shift_buf >> 1;
		end
	end
	COUNT_DONE: begin
      		wr_reg <= 1'b1 ;
	end
	WAIT_OUTPUT : begin
      		wr_reg <= 1'b0 ;
	end
	RESET_COUNT : begin
      		bit_count <= 23'b0 ;
	end
	endcase
end
assign rd_req = rd_reg;
assign wr_req = wr_reg;
assign out_data[23] = value_type;
assign out_data[22:0] = bit_count[22:0];
endmodule
</file>
<file path="flow/constraint.sdc">
current_design rle_enc

set clk_period 5.0
set clk_io_pct 0.2

create_clock -name clk0 -period $clk_period [get_ports {clk}]

set non_clock_inputs [all_inputs -no_clocks]
set_input_delay [expr $clk_period * $clk_io_pct] -clock clk0 $non_clock_inputs
set_output_delay [expr $clk_period * $clk_io_pct] -clock clk0 [all_outputs]
</file>
<file path="flow/run.sh">
#!/bin/bash
# OpenROAD 26Q1-2900-gdf79404cd8, Yosys 0.63+post, stock flow scripts
make -C /OpenROAD-flow-scripts/flow DESIGN_CONFIG=/design/flow/config.mk WORK_HOME=/design/flow/orfs finish
</file>
<file path="flow/config.mk">
export PLATFORM = sky130hd
export DESIGN_NAME = rle_enc
export DESIGN_NICKNAME = rle_enc
export VERILOG_FILES = /design/flow/design.v
export SDC_FILE = /design/flow/constraint.sdc
export NUM_CORES = 4
export LEC_CHECK = 1
export CORE_UTILIZATION = 30
</file>
==> out/metrics.csv <==
metric,value,unit
status,"complete, no violations",
pwr/cell area,272.6,mW/mm^2
Top non-seq family,simple AND/OR/NAND/NOR gates,
flop2flop setup slack,2860,ps
final setup fails,0,
Area Overhead vs Synth,24.41,%
vias in the first global route,1542,
FP Rows,31,
crit-path max cell delay,520,ps
ys async rst share,0,%
Tmin final,2335,ps
post-CTS setup repair buffer count,0,
R2R depth,4,
IO Pins,39,
pre-CTS setup slack,2839,ps
Mean Syn Cell Area,10.93,um^2
Biggest register,bit_count,
fin. max-slew vios,0,
CP Capture Type,output port,
top flop regs,"bit_count: 23 flops, state: 9 flops, shift_buf: 8 flops",
"Distinct cells, synth",40,
layout cells sized above 1,5.976,%
WP buf/inv,1,
final WL,4.588,mm
I/O Buffers,38,
Leak,0.9594,nW
R2R Path Start,bit_count[2],
hold crit path type,reg2reg,
antenna violations before repair,0,
die area,0.008114,mm^2
Post-Syn Instances,213,
cycle use final,46.69,%
Yosys top cell by area,edfxtp_1,
"antenna viol nets, final",0,
area fraction in compound gates,10.00,%
Clk pwr share,28.9,%
filler instances,716,
crit-path cells,clkdlybuf4s50_1,
Final Core Density,39.29,%
# clock sinks,48,
Crit-path slowest cell,edfxtp_1,
CP Class,reg2out,
cell family with most CP delay,flip-flops,
Yosys chip area,0.002327,mm^2
hold_sp,state[6],
RSZ-0062 raised after global routing,no,
Comb pwr share,9.9,%
Synth top cell by count,edfxtp_1,
relative slew slack,48.78,%
R2R Path End,bit_count[21],
most frequent cells after synthesis,"39 x edfxtp_1, 25 x nor2_1, 13 x a21oi_1, 12 x xnor2_1, 10 x or3_1",
Synth Seq Share,58.06,%
switching share of power,23.82,%
hold depth,2,
Critical Path RT,4000,ps
Setup Skew,10.18,ps
hold_ws,457.4,ps
grt ovf,0,
Reg power frac,61.2,%
tool warnings,26,
Syn Std Cell Area,0.002327,mm^2
total core area,0.007370,mm^2
post-synth top area share,50.32,%
global-route wire length before repair,7.665,mm
Peak VDD IR,126.6,uV
chip height,90.08,um
Vias/cell,4.900,
hpwl dp,3.154,mm
Core Util at FP,31.58,%
largest net degree at the start of global routing,24,
Vias,1715,
Inserted Clock Buffers,5,
Final Hold Viols,0,
max-cap viol count,0,
clock buffer depth,2,
max reg flops,23,
MUX area fraction,0,%
total negative slack,0,ps
drt first-iter violations,151,
hold endpoint,state[4],
Main synth FF type,edfxtp_1,
TritonCTS clock tree,built,
synth top area cells,"edfxtp_1 50%, dfxtp_1 7.7%, xnor2_1 4.5%",
Antenna Cells,0,
average wire per standard cell,13.11,um
Max Fclk,428.3,MHz
yosys cell count,213,
drt first pass iters,4,
Adder Area Share,1.613,%
worst skew pair latency,300,ps
Final Cell Area,0.002895,mm^2
placed cell area,0.002808,mm^2
worst setup margin,2665,ps
critical-path maximum fanout,7,
"Simple Share, Synth",21.40,%
Post-synth EDFFs,39,
post-cts resize count,0,
worst-margin pin slew,768.3,ps
Synth flops,48,
Psw,0.1880,mW
htree depth,2,
DRC,0,
startpoint types,flip-flop,
clock root buffer,clkbuf_8,
Int Power,0.6013,mW
hold_buf cts,0,
yosys warns,1,
RePlAce Congestion,0.8198,
Total GRT Usage,12.06,%
Crit path arrival time,1330,ps
XORs/XNORs by Area,5.645,%
die span in x,90.08,um
"CTS clk-pin slew, worst paths",90,ps
cell usage in the layout (no fill, tap or decap), types with 6 or more instances in the layout:
cell	instances
o21ai_0	7
a22o_1	7
or3_1	10
nor4_1	9
dfxtp_1	9
nor2_1	25
a21oi_1	12
clkdlybuf4s50_1	38
nand2_1	9
inv_1	9
xnor2_1	12
nand3_1	8
edfxtp_1	39
nor3_1	6
area by class of cell:
type                       count  area [um^2]  area share (%)
clock buffer                   5        68.82           2.377
multi-input combinational    146        903.4           31.20
sequential                    48         1351           46.67
inverter                       9        33.78           1.167
timing repair buffer          40        395.4           13.66
clock inverter                 3        18.77          0.6482
tap                           99        123.9           4.278
per-stage QoR:
stage	total power, mW	instances
after floorplan	0.5190	213
after global placement	0.5696	342
after detailed placement	0.5709	342
after CTS	0.7997	350
after global routing	0.8236	350
final	0.7894	350
how the worst max path moves through the flow:
| stage | startpoint | end | slack [ps] | cells after the start |
|---|---|---|---|---|
| 4_1_cts | bit_count[9] | out_data[9] | 2670 | 1 |
| 6_report | bit_count[9] | out_data[9] | 2670 | 1 |
| 5_1_grt | bit_count[9] | out_data[9] | 2610 | 1 |
power groups by stage:
stage	sequential [mW]	clock, mW	combinational [mW]
after global routing	0.487	0.249	0.0873
final	0.483	0.228	0.0783
after CTS	0.483	0.237	0.0792
logic make-up (layout without fill, tap and decap cells):
family                   Yosys count  count (layout)
AND-OR/OR-AND                     36              36
XOR/XNOR                          15              15
adder cells (fa/ha/maj)            3               3
buffers and inverters             19              57
flip-flops                        48              48
AND/OR/NAND/NOR                   92              92
layer usage:
metal	wire (um)	part of all wire [%]	track usage, %	up-vias
met5	0	0	0	-
met4	15	0.33	1.075	0
met2	2018	44	18.13	63
li1	-	-	-	853
met1	2230	49	20.09	797
met3	324	7.1	1.976	2
Power figures rest on the tool's default switching activity, not on a simulated workload.
